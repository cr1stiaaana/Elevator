==> /design/flow/config.mk <==
export PLATFORM = sky130hd
export DESIGN_NAME = top
export DESIGN_NICKNAME = top
export VERILOG_FILES = /design/flow/design.v
export SDC_FILE = /design/flow/constraint.sdc
export NUM_CORES = 4
export LEC_CHECK = 1
export CORE_AREA = 10 10 102 102
export DIE_AREA = 0 0 112 112
==> /design/flow/constraint.sdc <==
current_design top

set clk_period 3.4
set clk_io_pct 0.2

create_clock -name clk0 -period $clk_period [get_ports {clock}]

set non_clock_inputs [all_inputs -no_clocks]
set_input_delay [expr $clk_period * $clk_io_pct] -clock clk0 $non_clock_inputs
set_output_delay [expr $clk_period * $clk_io_pct] -clock clk0 [all_outputs]
==> /design/flow/design.v <==
module change_detector(
    input clock,
    input reset,
    input [1:0] in,
    output reg change
    );
    reg [1:0] in_past;
    always@(posedge clock)
    begin
    if(reset)
        in_past<=0;
    else
        in_past<=in;
    end
    always@(*)
    begin
    if(in_past!=in)
        begin
        change<=1;
        end
    else 
        change=0;
    end
endmodule
module clk_delay(
    input clock,
    input reset,
    input en,
    output clk_delay
    );
reg [31:0] count;
always@(posedge clock) begin
    if(reset == 1)
        count <= 0;
    else
        count <= count + 1;  
end
assign clk_delay = count[27];
endmodule
module counter
#(parameter w=4)
(
    input clock,
    input reset,
    input en,
    output reg [3:0] change_count
    );
always@(posedge clock) begin
    if(reset==1)
        change_count<=0;
    else 
        begin
        if(en==1)
          change_count<= change_count+1;
        end
end
endmodule
module elevator(
    input clock,
    input reset,
    input stop,
    input [1:0] in,
    output [3:0] changes_count,
    output [1:0] floor
    );
elevator_FSM elevator_FSM0(
    .clock(clock),
    .reset(reset),
    .stop(stop),
    .in(in),
    .floor(floor)
    );
wire count_enable;
change_detector change_detector0(
   .clock(clock),
   .reset(reset),
   .in(in),
   .change(count_enable)
    );
counter #(.w(4)) counter0
(
    .clock(clock),
    .reset(reset),
    .en(count_enable),
    .change_count(changes_count)
    );   
endmodule
module elevator_FSM(
    input clock,
    input reset,
    input stop,
    input [1:0] in,
    output reg [1:0] floor
    );
    localparam FLOOR0 = 2'b00;
    localparam FLOOR1 = 2'b01;
    localparam FLOOR2 = 2'b10;
    localparam FLOOR3 = 2'b11;
reg [1:0] state, state_next;
always @(posedge clock)
begin
    if(reset==1)
     state <= FLOOR0;
    else 
       state<=state_next;
end   
always@(*)
begin
state_next=state;
case(state)
FLOOR0: begin
    if(stop==0 && in > 0)
        state_next=FLOOR1;
    end
FLOOR1: begin
    if(stop==0 && in > 1)
        state_next=FLOOR2;
    if(stop==0 && in <1)
        state_next=FLOOR0;
    end
FLOOR2: begin
    if(stop==0 && in > 2)
        state_next=FLOOR3;
    if(stop==0 && in < 2)
        state_next=FLOOR1;
    end
FLOOR3: begin
    if(stop==0 && in < 3)
        state_next=FLOOR2;
    end
endcase
end
always@(*) 
begin
case(state)
FLOOR0:
    floor = 0;
FLOOR1:
    floor= 1;
FLOOR2:
    floor = 2;
FLOOR3:
    floor =3;
endcase 
end
endmodule
module floor_transcoder(
    input [1:0] in,
    output reg [6:0] out
    );
always @(in)
    begin
    case(in)
    2'b00: out= 7'b000_1100;
    2'b01: out= 7'b111_1001;
    2'b10: out= 7'b010_0100;
    2'b11: out= 7'b011_0000;
    endcase
    end
endmodule
module top(
    input clock,
    input reset,
    input en,
    input stop,
    input [1:0] in,
    output clk_delay,
    output [6:0] floor_display,
    output wire [3:0] changes_count
    );
    wire clk_delay_out;
clk_delay clk_delay0(
    .clock(clock),
    .reset(reset),
    .en(en),
    .clk_delay(clk_delay_out)
    );
wire [1:0] out_floor;
elevator elevator_dut(
    .clock(clk_delay_out),
    .reset(reset),
    .stop(stop),
    .in(in),
    .changes_count (changes_count),
    .floor(out_floor)
    );
floor_transcoder transcoder0(
    .in(out_floor),
    .out(floor_display)
    );   
assign clk_delay= clk_delay_out;
endmodule
==> /design/flow/run.sh <==
#!/bin/bash
# OpenROAD 26Q1-2900-gdf79404cd8, Yosys 0.63+post, stock flow scripts
make -C /OpenROAD-flow-scripts/flow DESIGN_CONFIG=/design/flow/config.mk WORK_HOME=/design/flow/orfs finish
==> out/qor.txt <==
Cell types occupying the most area after synthesis: sky130_fd_sc_hd__dfxtp_1 43%, sky130_fd_sc_hd__nor2_1 5.3%, sky130_fd_sc_hd__xnor2_1 5.0%
Total cells reported by yosys after synthesis: 202
Sort of element at the end of the critical path: primary output
Buffer levels on the longest clock path: 2
Tool Warnings: 26
Status: finished, final reports clean
Fp util: 0.2146
TritonCTS clock tree: yes
Fraction of the core area covered by cells at the end of the flow: 0.2455
Flop2flop setup slack: 1500 ps
Routed met3 length: 161 um
Number of DRC violations after detailed-routing iteration 0: 54
Worst hold path stage count: 1
Number of instances in the placed design: 311
Power consumption: 537.2 uW
Clock period minus worst slack: 2061 ps
Proportion of layout cells with a drive suffix above 1: 0.05742
Overall die height: 112 um
Reg2Reg Capture Point: clk_delay0.count[22]
WP data required: 2720 ps
Root cell of the clock tree: sky130_fd_sc_hd__clkbuf_8
Post-synthesis instance area: 1763 um^2
Post-CTS Setup Bufs: 0
Yosys warns: 5
Distinct cells, synth: 39
Hold path endpoint: clk_delay0.count[0]
Kind of critical path: reg2out
Antenna violations before repair: 0
Area Growth Syn to Fin: 14.41%
Setup_tns: 0 ps
Worst EP arrival: 1380 ps
Power density over cell area: 266.3 nW/um^2
Chip Footprint: 12540 um^2
Highest net fanout along the worst path: 13
Placement Rows: 33
Clock slew seen by the registers of the worst setup and hold paths: 90 ps
Bufs and invs on worst path: 1
Instance tally after logic synthesis: 202
Detailed Routing Iterations Pass 1: 4
Maximum vdd drop: 0.0001761 V
Category of the worst setup path launch point: flip-flop
Core area: 8217 um^2
Worst stage delay on the critical path: 560 ps
Post-place setup slack: 1283 ps
Gate family responsible for the most delay along the worst path: flip-flops
Max-slew violation count: 0
Weighted congestion at the end of routability-driven global placement: 0.7722
Reg-to-reg critical path startpoint: clk_delay0.count[0]
H-tree lvl count: 1
Final worst path period share: 0.6061
Maximum clock frequency: 0.4852 GHz
Insertion delay at the late pin of the worst-skew pair: 270 ps
Filler Cells Inserted: 866
Via-to-Cell Ratio: 4.443
Register cell area after layout: 760.7 um^2
Average wire per standard cell: 10.39 um
Syn avg cell area: 8.727 um^2
Number of top-level design ports: 18
Worst hold-check path type: reg2reg
Clock tree skew after final layout: 3.814 ps
Max-capacitance violation count: 0
Cell resize tally after clock tree synthesis: 0
Detailed-route DRC error count: 0
Overall overflow remaining after global route: 0
Start point of the worst hold path: clk_delay0.count[0]
Yosys stat chip area: 1763 um^2
Multi-input logic area: 910.9 um^2
Share of the synthesized area in the top cell type: 0.4315
Critical path cell sequence: clkdlybuf4s50_1
Leak pwr: 0.6624 nW
Setup repair after global routing missed its margin: false
Die width: 112 um
Least setup slack across all paths after layout: 1339 ps
Setup-violating endpoint count in the final report: 0
Hold buffers post-CTS: 0
Detail Route Antenna Nets: 0
Met2 wire length: 1.339 mm
Number of hold violations in the final report: 0
Sum of routed wire segments on met1: 1.737 mm
Register bit count reported by yosys: 38
Diode insertion count for antenna repair: 0
Top cell type by total area after synthesis: sky130_fd_sc_hd__dfxtp_1
Relative slew slack: 0.6255
Count of endpoints without a timing constraint: 20
IO Port Bufs: 15
Final wirelength: 3.263 mm
Number of buffers inserted during clock tree synthesis: 3
Tot GR Track Use: 0.05203
Number of global-route vias before repair: 1301
Seq share, synth: 0.4315
Half-perimeter wire length after placement: 2.344 mm
Worst reg2reg path depth: 5
Count of unclocked register or latch pins: 10
Slew of the pin with the lowest slew margin: 560.0 ps
First-pass GRT wire length: 5.858 mm
Uppermost layer routed: met4
Critical Path Slowest Stage Cell: sky130_fd_sc_hd__dfxtp_1
Final std cells w/o fill: 314
Via count: 1395
Maximum number of pins on one net before global-route repair: 25
==> sequential cells by signal, indices dropped and copies added (netlist names) <==
register                               count
clk_delay0.count                          28
elevator_dut.change_detector0.in_past      2
elevator_dut.counter0.change_count         4
elevator_dut.elevator_FSM0.state           4
==> synth_stat cells (all sizes together) <==
cell / n
a2111oi: 1
a211oi: 1
a21boi: 1
a21oi: 17
a31oi: 1
and2: 2
and3: 3
and4: 6
buf: 8
clkbuf: 4
conb: 1
dfxtp: 38
ha: 2
inv: 4
nand2: 11
nand2b: 1
nand3: 10
nand4: 10
nor2: 25
nor2b: 3
nor3: 3
nor4: 2
o21ai: 8
o21ba: 1
o21bai: 1
o31a: 1
o31ai: 5
or3: 10
or4: 4
xnor2: 10
xor2: 8
==> where the power goes <==
part           switching, mW  internal (mW)
logic                 0.0166         0.0120
clock network         0.0951         0.0794
registers            0.00289          0.331
total                  0.115          0.423
==> per-layer routing <==
| metal | up-vias | track usage |
|---|---|---|
| li1 | 737 | - |
| met1 | 638 | 0.07369 |
| met2 | 18 | 0.08003 |
| met3 | 2 | 0.01466 |
| met4 | 0 | 0.005076 |
| met5 | - | 0 |
==> cells by family after synthesis <==
family,Yosys count,share of synthesized area
other,1,0.002127
XOR/XNOR,18,0.08942
adder cells (fa/ha/maj),2,0.01419
AND/OR/NAND/NOR,90,0.2867
flip-flops,38,0.4315
buffers and inverters,16,0.05180
AND-OR/OR-AND,37,0.1242
==> layout by cell type, fill, tap and decap left out, types with 2 or more instances in the layout <==
master / count
sky130_fd_sc_hd__nand3_1: 10
sky130_fd_sc_hd__nand4_1: 8
sky130_fd_sc_hd__nor4_1: 2
sky130_fd_sc_hd__ha_1: 2
sky130_fd_sc_hd__o31ai_1: 5
sky130_fd_sc_hd__xor2_1: 8
sky130_fd_sc_hd__clkdlybuf4s50_1: 15
sky130_fd_sc_hd__nor2b_1: 3
sky130_fd_sc_hd__xnor2_1: 10
sky130_fd_sc_hd__or4_1: 4
sky130_fd_sc_hd__and3_1: 3
sky130_fd_sc_hd__nor3_1: 3
sky130_fd_sc_hd__and4_1: 4
sky130_fd_sc_hd__or3_2: 3
sky130_fd_sc_hd__nand2_1: 11
sky130_fd_sc_hd__or3_1: 7
sky130_fd_sc_hd__nor2_1: 25
sky130_fd_sc_hd__inv_1: 4
sky130_fd_sc_hd__o21ai_0: 8
sky130_fd_sc_hd__and2_1: 2
sky130_fd_sc_hd__a21oi_1: 17
sky130_fd_sc_hd__clkbuf_8: 3
sky130_fd_sc_hd__dfxtp_1: 38
==> metrics by stage <==
| step | instance area (um^2) | hold WS [ps] |
|---|---|---|
| after floorplan | 1763 | 430.0 |
| after global placement | 1976 | 446.7 |
| after global routing | 2017 | 504.0 |
| final | 2017 | 470.2 |
| after detailed placement | 1976 | 454.5 |
| after CTS | 2017 | 476.3 |
==> worst max-delay path by stage <==
stage,startpoint,end,slack (ps),cells past startpoint
4_1_cts,clk_delay0.count[27],clk_delay,1300,1
5_1_grt,clk_delay0.count[27],clk_delay,1240,1
6_report,clk_delay0.count[27],clk_delay,1340,1
==> cell type report <==
cell class | instances | area share
timing repair buffer | 16 | 0.07816
clock buffer | 3 | 0.02047
sequential | 38 | 0.3772
tap | 105 | 0.06514
multi-input combinational | 148 | 0.4516
inverter | 4 | 0.007444
Power and IR drop assume default switching activity.
